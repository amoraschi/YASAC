<file path="design/flow/constraint.sdc">
current_design data_mem

set clk_period 11.4
set clk_io_pct 0.2

create_clock -name clk0 -period $clk_period [get_ports {CLK}]

set non_clock_inputs [all_inputs -no_clocks]
set_input_delay [expr $clk_period * $clk_io_pct] -clock clk0 $non_clock_inputs
set_output_delay [expr $clk_period * $clk_io_pct] -clock clk0 [all_outputs]
</file>
<file path="design/flow/config.mk">
export PLATFORM = sky130hd
export DESIGN_NAME = data_mem
export DESIGN_NICKNAME = data_mem
export VERILOG_FILES = /design/flow/design.v
export SDC_FILE = /design/flow/constraint.sdc
export NUM_CORES = 4
export LEC_CHECK = 1
export CORE_UTILIZATION = 50
</file>
<file path="design/flow/run.sh">
#!/bin/bash
# OpenROAD 26Q1-2900-gdf79404cd8, Yosys 0.63+post, stock flow scripts
make -C /OpenROAD-flow-scripts/flow DESIGN_CONFIG=/design/flow/config.mk WORK_HOME=/design/flow/orfs finish
</file>
<file path="design/flow/design.v">
module data_mem (
  input wire CLK,                      
  input wire WRITE_MEM,                
  input wire [7:0] ADDRESS,            
  input wire [7:0] DATA_IN,            
  input wire [7:0]
    PORT08,                            
    PORT09,
    PORT10,
    PORT11,
    PORT12,
    PORT13,
    PORT14,
    PORT15,                            
  output wire [7:0] DATA_OUT,          
  output wire [7:0]
    PORT00,                            
    PORT01,
    PORT02,
    PORT03,
    PORT04,
    PORT05,
    PORT06,
    PORT07                             
);
  reg [7:0] MEMORY[0:255];
  reg [7:0]
    PORT_REG00,
    PORT_REG01,
    PORT_REG02,
    PORT_REG03,
    PORT_REG04,
    PORT_REG05,
    PORT_REG06,
    PORT_REG07,
    PORT_REG08,
    PORT_REG09,
    PORT_REG10,
    PORT_REG11,
    PORT_REG12,
    PORT_REG13,
    PORT_REG14,
    PORT_REG15;
  reg [7:0] PORT_OUT;
  initial begin: MEM_INIT
    integer I;
    for (I = 0; I < 'hf0; I = I + 1)
      MEMORY[I] = 'b0;
    PORT_REG00 = 'b0;
    PORT_REG01 = 'b0;
    PORT_REG02 = 'b0;
    PORT_REG03 = 'b0;
    PORT_REG04 = 'b0;
    PORT_REG05 = 'b0;
    PORT_REG06 = 'b0;
    PORT_REG07 = 'b0;
    PORT_REG08 = 'b0;
    PORT_REG09 = 'b0;
    PORT_REG10 = 'b0;
    PORT_REG11 = 'b0;
    PORT_REG12 = 'b0;
    PORT_REG13 = 'b0;
    PORT_REG14 = 'b0;
    PORT_REG15 = 'b0;
  end
  always @(posedge CLK)
    if (WRITE_MEM && ADDRESS < 8'hf0)
      MEMORY[ADDRESS] <= DATA_IN;
  always @(posedge CLK)
    if (WRITE_MEM && ADDRESS >= 8'hf0 && ADDRESS < 8'hf8)
      case (ADDRESS[3:0])
        4'h0: PORT_REG00 <= DATA_IN;
        4'h1: PORT_REG01 <= DATA_IN;
        4'h2: PORT_REG02 <= DATA_IN;
        4'h3: PORT_REG03 <= DATA_IN;
        4'h4: PORT_REG04 <= DATA_IN;
        4'h5: PORT_REG05 <= DATA_IN;
        4'h6: PORT_REG06 <= DATA_IN;
        4'h7: PORT_REG07 <= DATA_IN;
      endcase
  assign PORT00 = PORT_REG00;
  assign PORT01 = PORT_REG01;
  assign PORT02 = PORT_REG02;
  assign PORT03 = PORT_REG03;
  assign PORT04 = PORT_REG04;
  assign PORT05 = PORT_REG05;
  assign PORT06 = PORT_REG06;
  assign PORT07 = PORT_REG07;
  always @(posedge CLK) begin
    PORT_REG08 <= PORT08;
    PORT_REG09 <= PORT09;
    PORT_REG10 <= PORT10;
    PORT_REG11 <= PORT11;
    PORT_REG12 <= PORT12;
    PORT_REG13 <= PORT13;
    PORT_REG14 <= PORT14;
    PORT_REG15 <= PORT15;
  end
  always @(*)
    case (ADDRESS[3:0])
      4'h0: PORT_OUT = PORT_REG00;
      4'h1: PORT_OUT = PORT_REG01;
      4'h2: PORT_OUT = PORT_REG02;
      4'h3: PORT_OUT = PORT_REG03;
      4'h4: PORT_OUT = PORT_REG04;
      4'h5: PORT_OUT = PORT_REG05;
      4'h6: PORT_OUT = PORT_REG06;
      4'h7: PORT_OUT = PORT_REG07;
      4'h8: PORT_OUT = PORT_REG08;
      4'h9: PORT_OUT = PORT_REG09;
      4'ha: PORT_OUT = PORT_REG10;
      4'hb: PORT_OUT = PORT_REG11;
      4'hc: PORT_OUT = PORT_REG12;
      4'hd: PORT_OUT = PORT_REG13;
      4'he: PORT_OUT = PORT_REG14;
      4'hf: PORT_OUT = PORT_REG15;
      default: PORT_OUT = 'bx;
    endcase
  assign DATA_OUT = (ADDRESS < 8'hf0) ? MEMORY[ADDRESS] : PORT_OUT;
endmodule
</file>
==> impl_metrics.csv <==
group,metric,value,unit
grt,global_routing_usage_on_met3,20.5,%
setup_path,worst_setup_path_start_kind,"input pin",
route,avgRoutedWirePerCell,31.7,µm
finish,final_layout_size_suffix_gt1_share,22.9,%
route,drt.antenna.violating_nets,0,
cts,post_cts_resized,0,
sta,max_slew_margin,9.22,%
finish,largest_reg_flops,2048,
cts,cts-root-buf,"clkbuf_16",
cts,clock-sinks,2176,
cts,clock_transition_at_the_registers_of_the_reported_paths,0.06,ns
grt,grt_start_max_net_pins,124,
hold_path,hold_path_startpoint,"PORT08[2]",
finish,layout-area-overhead-vs-synth,13.8,%
setup_path,cp_num_buf_inv,5,
grt,grt-ovfl-total,0,
route,starting_drt_drc_count,3092,
setup_path,cp.required,9.12,ns
cts,clockBufferDepth,3,
setup_path,critPathKind,"input pin to output port",
synth,ys.flop_type,"edfxtp_1",
sta,setup_viol_count_final,0,
finish,layout_top_cell_excl_fill_tap,"edfxtp_1",
synth,postSynth.asyncResetShare,0,%
finish,layout.cells.most_common_list,"edfxtp_1 (2112), mux4_2 (507), nor2_1 (297)",
grt,global_route_wire_length_before_repair,313,mm
synth,cell_area_synth,0.0840,mm²
route,vias,41600,
die,die_y,412,µm
synth,number_of_flops_mapped_to_enable_cells_by_yosys,2112,
synth,synth_flop_count,2176,
setup_path,worst_path_dominant_cell_family,"buffers and inverters",
die,die_width,412,µm
place,post_detailed_placement_cell_area,0.0891,mm²
pwr,reported_leakage_power,30.3,nW
setup_path,crit_path_end_kind,"output port",
sta,clock.fmax,100,MHz
pwr,power.density,171,mW/mm²
grt,grt.met2_usage,40.8,%
place,buffer_ports.inserted,153,
setup_path,max_stage_delay_cell_worst_path,"nor4b_1",
finish,register_bank_with_the_most_flops,"MEMORY",
sta,grt_setup_unrepaired,"false",
die,io_pins,154,
finish,layout.filler_cells,12200,
hold_path,min_to,"PORT_REG08[2]$_DFF_P_",
setup_path,crit_arrival,7.69,ns
setup_path,timing.critical_path.fanout_max,73,
die,rows,150,
synth,yosys_cells,4007,
sta,min_period_over_period,87.4,%
cts,h_tree_depth,4,
sta,final.setup.tns,0,ns
setup_path,crit_chain,"buf_8 > buf_4 > buf_12 > nor2b_1 > buf_4 > a22oi_1 > a22oi_1 > a21oi_1 > o41ai_1 > nor4b_1 > a32oi_1 > clkdlybuf4s50_1",
route,detail_route.first_pass.iterations,7,
die,fp_util,50.3,%
hold_path,hp-class,"input pin to register",
sta,final-max-slew-violation-count,0,
place,detailedPlacementHpwl,134,mm
status,outcome,"complete, no violations",
sta,tightest_slew,1.34,ns
route,route.detailed.vias_per_inst,6.09,
die,core_area,0.167,mm²
synth,yosys_area,0.0840,mm²
place,place_congestion,0.911,
flow_run,cap_violations,0,
route,drt_drc_violations_left,0,
setup_path,critical-path-max-stage-delay,1.14,ns
grt,grt_most_used_layer,"met1",
synth,sequential_element_share_of_the_synthesized_area,77.0,%
die,floorplan.die_area,0.170,mm²
grt,track_usage,29.5,%
pwr,irDropWorstVdd,149,µV
finish,finish.instance_area,0.0956,mm²
cts,cts_setup_buffers,0,
synth,synth.avg_cell_area,21.0,µm²
sta,hold_violations,0,
synth,netlist_instances,4007,
route,finalWirelength,217,mm
flow_run,tool_warnings,29,
hold_path,holdPathStages,1,
sta,final_period_minus_worst_setup_slack,9.97,ns
cts,cts_made_buffers,214,
grt,grt_antenna_before_repair,3,
cts,ctsHoldBuffers,0,
synth,yosys.cell_types.count,63,
grt,use_met1,41.9,%
grt,grt_pass1_vias,45100,
cts,tritoncts,"done",
synth,ys_warn_count,1,
-- cell usage after synthesis (7+ instances only) --
library cell	instances	area share (%)
and3_1	15	0.11
a221oi_1	14	0.15
mux2_2	38	0.51
a21oi_1	36	0.21
mux2i_1	116	1.4
buf_1	8	0.036
a22o_1	7	0.073
o22ai_1	67	0.50
a221o_1	8	0.095
nor2_1	298	1.3
o221ai_1	12	0.13
nor2b_1	29	0.22
nor3_1	16	0.095
and2_1	14	0.10
nor4_1	8	0.060
nand3_1	49	0.29
a211oi_1	25	0.22
a32oi_1	9	0.094
edfxtp_1	2112	75
dfxtp_1	64	1.5
a22oi_1	49	0.44
o21ai_0	37	0.22
buf_2	75	0.45
nand2_1	124	0.55
buf_6	27	0.36
clkbuf_1	93	0.42
mux4_2	507	14
nand2b_1	8	0.060
buf_4	38	0.34
a31oi_1	11	0.082
o211ai_1	10	0.089
-- how the worst max path moves through the flow --
| stage | start | end | depth (start not counted) |
|---|---|---|---|
| finish | ADDRESS[3] | DATA_OUT[1] | 12 |
| global route | ADDRESS[3] | DATA_OUT[1] | 12 |
| CTS | ADDRESS[3] | DATA_OUT[1] | 12 |
-- area by class of cell --
type	instances	area [µm²]	share of cell area (%)
timing repair buffer	354	3200	3.34
multi-input combinational	1710	18400	19.3
clock buffer	285	5780	6.04
antenna	2	5.00	0.00524
sequential	2176	64700	67.7
tap	2204	2760	2.88
inverter	5	22.5	0.0236
clock inverter	105	702	0.734
-- per-stage QoR --
stage	hold WS, ns	util [%]	setup slack, ns	instances	power (mW)
detailed placement	2.73	53.3	1.80	6448	9.91
global route	1.85	57.2	1.24	6839	16.8
global placement	2.73	53.3	1.78	6448	9.90
finish	1.88	57.2	1.43	6841	16.3
CTS	1.82	57.2	1.77	6838	16.4
floorplan	2.31	-	4.84	4134	9.48
-- routing by layer --
metal	share of wire, %	wire length (µm)
met2	47	101000
met1	33	72000
met3	16	35500
met4	3.8	8170
met5	0.086	186
-- cells by family (layout without fill, tap and decap cells) --
logic type / count (synthesis) / in the layout / synth area share (%)
AND/OR/NAND/NOR: 590 / 590 / 3.08
multiplexers: 661 / 661 / 15.5
AND-OR/OR-AND: 331 / 331 / 2.77
other: 1 / 130 / 0.00446
flip-flops: 2176 / 2176 / 77.0
buffers and inverters: 248 / 749 / 1.66
-- power breakdown --
| part | internal, mW | switching, mW |
|---|---|---|
| sequential | 8.84 | 0.0150 |
| combinational | 0.321 | 0.566 |
| clock | 3.67 | 2.89 |
| total | 12.8 | 3.47 |
No activity file was given, so power comes from the tool's default toggle rates.
